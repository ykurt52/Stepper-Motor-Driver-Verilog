==> flow/design.v <==
`timescale 1ns / 1ps
module sig_stabilizer (
    input clk,
    input btn,
    output out
  );
  reg [19:0] ctr_d, ctr_q;
  reg [1:0] sync_d, sync_q;
  assign out = ctr_q == {20{1'b1}};
  always @(*) begin
    sync_d[0] = btn;
    sync_d[1] = sync_q[0];
    ctr_d = ctr_q + 1'b1;
    if (ctr_q == {20{1'b1}}) begin
      ctr_d = ctr_q;
    end
    if (!sync_q[1])
      ctr_d = 20'd0;
  end
  always @(posedge clk) begin
    ctr_q <= ctr_d;
    sync_q <= sync_d;
  end
endmodule
`timescale 1ns / 1ps
module clk_div
(
    input [27:0] divider,
    input n_CLK,
    input n_RST,
    output reg o_CLK
    );
    reg [27:0] clk_cnt = 28'd0;
    always @ (posedge(n_CLK))
    begin
        if(n_RST == 1'b1)
        begin
            clk_cnt <= 28'b0;
            o_CLK   <= 1'b0;
        end
        else if(clk_cnt == divider)
        begin
            clk_cnt <= 28'b0;
            o_CLK   <= ~o_CLK;
        end
        else
        begin
            clk_cnt <= clk_cnt + 1;
            o_CLK   <= o_CLK;
        end
    end
endmodule
`timescale 1ns / 1ps
module stepper_driver(
    input rst,
    input dir,
    input clk,
    input en,
    output reg [3:0] signal
    );
    localparam sig4 = 3'b001;
    localparam sig3 = 3'b011;
    localparam sig2 = 3'b010;
    localparam sig1 = 3'b110;
    localparam sig0 = 3'b000;
    reg [2:0] present_state, next_state;
    always @ (present_state, dir, en)
    begin
        case(present_state)
        sig4:
        begin
            if (dir == 1'b0 && en == 1'b1)
                next_state = sig3;
            else if (dir == 1'b1 && en == 1'b1)
                next_state = sig1;
            else 
                next_state = sig0;
        end  
        sig3:
        begin
            if (dir == 1'b0&& en == 1'b1)
                next_state = sig2;
            else if (dir == 1'b1 && en == 1'b1)
                next_state = sig4;
            else 
                next_state = sig0;
        end 
        sig2:
        begin
            if (dir == 1'b0&& en == 1'b1)
                next_state = sig1;
            else if (dir == 1'b1 && en == 1'b1)
                next_state = sig3;
            else 
                next_state = sig0;
        end 
        sig1:
        begin
            if (dir == 1'b0&& en == 1'b1)
                next_state = sig4;
            else if (dir == 1'b1 && en == 1'b1)
                next_state = sig2;
            else 
                next_state = sig0;
        end
        sig0:
        begin
            if (en == 1'b1)
                next_state = sig1;
            else 
                next_state = sig0;
        end
        default:
            next_state = sig0; 
        endcase
    end 
    always @ (posedge clk, posedge rst)
    begin
        if (rst == 1'b1)
            present_state = sig0;
        else 
            present_state = next_state;
    end
    always @ (posedge clk)
    begin
        if (present_state == sig4)
            signal = 4'b1000;
        else if (present_state == sig3)
            signal = 4'b0100;
        else if (present_state == sig2)
            signal = 4'b0010;
        else if (present_state == sig1)
            signal = 4'b0001;
        else
            signal = 4'b0000;
    end
endmodule
`timescale 1ns / 1ps
module topModule(
    input CLK,                   
    input a_Button,              
    input b_Button,              
    output [2:0] o_LED,          
    output [3:0] o_Motor         
    );
    wire dv_CLK;
    wire mt_CLK;
    wire mt_aBtn;
    wire mt_bBtn;
    wire [3:0] stepSig;
    reg aPressed, aPrev, aLast;
    reg bPressed, bPrev, bLast;
    reg a_btnState = 1'b0;
    reg b_btnState = 1'b0;
    reg [27:0] freqSelect = 28'd24000;
    reg dirSelect = 1'b0;
    reg  clkState;
    always @ (posedge(CLK))
    begin
        aPrev <= mt_aBtn;
        bPrev <= mt_bBtn;
        if(aPrev != aLast && aPrev == 1'b0)
        begin
            a_btnState <= ~a_btnState;
            freqSelect = freqSelect + 48000;
        end
        if(bPrev != bLast && bPrev == 1'b0)
        begin
            b_btnState <= ~b_btnState;
        end
        dirSelect <= b_btnState;
        bLast <= bPrev;
        aLast <= aPrev;
    end
    assign o_LED[0] = a_btnState;
    assign o_LED[1] = b_btnState;
    assign o_LED[2] = dv_CLK;
    assign o_Motor = stepSig;
    sig_stabilizer aBtnMetastability(   
        .clk(CLK),
        .btn(a_Button),
        .out(mt_aBtn)
    );
    sig_stabilizer bBtnMetastability(
        .clk(CLK),
        .btn(b_Button),
        .out(mt_bBtn)
    );
    clk_div mtClkDivier(
        .divider(28'd2),
        .n_CLK(CLK),
        .n_RST(1'b0),
        .o_CLK(mt_CLK)
    );
    clk_div clkDivider(
        .divider(freqSelect),
        .n_CLK(CLK),
        .n_RST(1'b0),
        .o_CLK(dv_CLK)
    );
    stepper_driver myStep(
        .rst(1'b0),
        .dir(dirSelect),
        .clk(dv_CLK),
        .en(1'b1),
        .signal(stepSig)
    );
endmodule
==> flow/run.sh <==
#!/bin/bash
# OpenROAD 26Q1-2900-gdf79404cd8, Yosys 0.63+post, stock flow scripts
make -C /OpenROAD-flow-scripts/flow DESIGN_CONFIG=/design/flow/config.mk WORK_HOME=/design/flow/orfs finish
==> flow/config.mk <==
export PLATFORM = sky130hd
export DESIGN_NAME = topModule
export DESIGN_NICKNAME = topModule
export VERILOG_FILES = /design/flow/design.v
export SDC_FILE = /design/flow/constraint.sdc
export NUM_CORES = 4
export LEC_CHECK = 1
export CORE_UTILIZATION = 50
==> flow/constraint.sdc <==
current_design topModule

set clk_period 4.4
set clk_io_pct 0.2

create_clock -name clk0 -period $clk_period [get_ports {CLK}]

set non_clock_inputs [all_inputs -no_clocks]
set_input_delay [expr $clk_period * $clk_io_pct] -clock clk0 $non_clock_inputs
set_output_delay [expr $clk_period * $clk_io_pct] -clock clk0 [all_outputs]
==> tab_implementation.tex <==
% Implementation results table
\begin{tabular}{lr}
\hline
Metric & Value \\
\hline
\multicolumn{2}{l}{\textbf{Status}} \\
Result of the run & finished, final reports clean \\
\multicolumn{2}{l}{\textbf{CTS}} \\
Clock root buffer master & sky130\_fd\_sc\_hd\_\_clkbuf\_8 \\
\# hold bufs at CTS & 0 \\
Number of instances resized during post-cts repair & 0 \\
Clock latency on the worst-skew pair & $\sim$0.36 ns \\
Maximum number of buffers from clock root to sink & 2 \\
CTS tree & yes \\
Post-CTS setup repair buffer count & 0 \\
Number of CTS-inserted buffers & 9 \\
CTS HTree Levels & 3 \\
Clock input transition at the sequential cells of the worst setup and hold paths & 0.09 ns \\
\multicolumn{2}{l}{\textbf{Setup path}} \\
Type of the setup path with the least slack & register to output port \\
Critical R2R Capture & clkDivider.o\_CLK\$\_DFFE\_PN\_ \\
Required time at the endpoint of the critical path & approximately 3.5 ns \\
FF-to-FF setup slack & between 2 and 2.5 ns \\
Kind of cell with the highest combined delay on the critical path & buffers and inverters \\
WP data arrival & $\sim$1.3 ns \\
Worst-path cell chain & clkdlybuf4s50\_1 \\
Worst Setup Start Kind & register \\
Critical path buffer and inverter count & 1 \\
Biggest cell delay along the critical path & between 0.5 and 0.6 ns \\
Worst R2R Path Depth & 5 \\
Kind of end point of the critical path & output port \\
Slowest stage cell, crit path & sky130\_fd\_sc\_hd\_\_clkdlybuf4s50\_1 \\
Source of the worst register-to-register timing path & freqSelect[15]\$\_DFFE\_PP\_ \\
Critical path peak fanout & 9 \\
Timing startpoint of the critical path & clkDivider.o\_CLK\$\_DFFE\_PN\_ \\
\multicolumn{2}{l}{\textbf{Route}} \\
Final Routed Wirelength & between 8 and 9 mm \\
Count of antenna diodes in the layout & 0 \\
Count of TritonRoute iterations in the first routing pass & 4 \\
Routed length per placed instance & 12.6 microns \\
First-iteration detailed-routing DRC count & $\sim$100 \\
Sum of routed wire segments on met1 & between 4 and 5 mm \\
Antenna violation net count after detailed routing & 0 \\
Via-to-Cell Ratio & 5.15 \\
Via total after detailed routing & 3274 \\
Wire length on met3 & between 150 and 200 microns \\
Amount of wire on met2 after detailed routing & 3.73 mm \\
Number of design rule violations left after detail routing & 0 \\
Top layer used by detailed routing & met4 \\
\multicolumn{2}{l}{\textbf{Floorplan}} \\
Die width & between 100 and 150 microns \\
\# rows & 35 \\
Die area & $\sim$0.010 sq mm \\
Count of pins on the block boundary & 10 \\
Core outline area & $\sim$0.0093 sq mm \\
Die height & 100 microns \\
Initial Util & between 50\% and 60\% \\
\multicolumn{2}{l}{\textbf{Synthesis}} \\
Proportion of register bits with asynchronous set or reset after synthesis & 0\% \\
Area of the mapped netlist & a little under 0.005 sq mm \\
Most instantiated flip-flop cell in the synthesis netlist & sky130\_fd\_sc\_hd\_\_dfxtp\_1 \\
Area of the synthesized netlist per yosys stat & 0.00485 sq mm \\
Number of enable flip-flop cells & 24 \\
Synth unique cells & between 40 and 50 \\
Yosys Instances & 490 \\
Syn. warnings & 4 \\
Syn Inst Count & about 490 \\
Sequential element share of the synthesized area & between 40\% and 50\% \\
Seq cells post-synth & 108 \\
Per-instance average area after synthesis & 9.89 sq um \\
\multicolumn{2}{l}{\textbf{STA}} \\
Post-layout min period & about 2.2 ns \\
Number of register pins that no clock reaches & 7 \\
Total of endpoints with negative setup slack in the final report & 0 \\
Setup skew after layout & roughly 0.0057 ns \\
FMAX & about 0.45 GHz \\
Slew HR & a little over two fifths \\
Slew @ Worst Pin & between 0.8 and 0.9 ns \\
Fin crit share & roughly 51\% \\
Final-report max-slew violation count & 0 \\
Final worst hold slack & between 0.3 and 0.4 ns \\
Final-report hold violation count & 0 \\
Endpoints left unconstrained & 11 \\
RSZ-0062 raised after global routing & false \\
Fin Setup TNS & 0 ns \\
\multicolumn{2}{l}{\textbf{Hold path}} \\
Number of instances on the worst hold path & 0 \\
Endpoint, Worst Hold & aBtnMetastability.sync\_q[1]\$\_DFF\_P\_ \\
Kind of path behind the tightest hold check & register to register \\
Hold wc startpoint & aBtnMetastability.sync\_q[0]\$\_DFF\_P\_ \\
\multicolumn{2}{l}{\textbf{Global route}} \\
Via count of the first global-routing pass & around 3000 \\
Maximum number of pins on one net before global-route repair & 27 \\
Global routing usage summed across all routing layers & between 10\% and 20\% \\
GR Overflow Total & 0 \\
Initial antenna violation count & 0 \\
Wire length of the first global-routing pass & 14.1 mm \\
\multicolumn{2}{l}{\textbf{Cells and area}} \\
Fraction of layout cells with a size suffix above 1 & 4.93\% \\
Dominant logic cell types in the final layout & sky130\_fd\_sc\_hd\_\_dfxtp\_1 (84), sky130\_fd\_sc\_hd\_\_nor2\_1 (58), sky130\_fd\_sc\_hd\_\_xnor2\_1 (46) \\
Count of fill cells added during filler insertion & 814 \\
Area growth, synth to finish & 8.57\% \\
Combined area of the multi-input logic cells & around 0.0023 sq mm \\
Area taken by flip-flops and latches & 0.00240 sq mm \\
Most instantiated logic cell after routing & sky130\_fd\_sc\_hd\_\_dfxtp\_1 \\
\multicolumn{2}{l}{\textbf{Power and ir drop}} \\
Power density cells & 303 mW/mm\^{}2 \\
Standby leakage power & between 1.5 and 2 nW \\
Peak supply drop & $\sim$0.21 mV \\
\multicolumn{2}{l}{\textbf{Placement}} \\
Number of buffer cells added on primary ports & 9 \\
Final weighted congestion of routability-driven global placement & between 0.8 and 0.9 \\
Final HPWL DP & $\sim$5.6 mm \\
\multicolumn{2}{l}{\textbf{Run}} \\
Max-capacitance violation count & 0 \\
Tool warnings & 26 \\
\hline
\end{tabular}
-- metrics by stage --
stage                     power, mW  setup WS [ns]  std cells  utilization [%]  cell area (sq um)
after floorplan               0.989           2.43        490                -               4850
after global placement        0.994           2.39        620             54.1               5050
after detailed placement      0.995           2.37        620             54.1               5050
after CTS                      1.62           2.13        636             56.4               5260
after global routing           1.66           2.07        636             56.4               5260
final                          1.60           2.18        636             56.4               5260
-- layout make-up --
type                            instances  area share, %
Sequential cell                       108           45.6
Multi-Input combinational cell        352           43.7
Timing Repair Buffer                   11           2.00
Inverter                               20           1.43
Clock buffer                           11           3.09
Clock inverter                          5           1.05
Tap cell                              129           3.07
-- power by group --
part           internal (mW)  switching (mW)
clock                  0.313           0.310
sequential             0.950         0.00732
combinational        0.00686         0.00881
-- kinds of logic after synthesis --
| kind of cell | synth area share (%) |
|---|---|
| AND-OR/OR-AND | 5.42 |
| flip-flops | 49.5 |
| multiplexers | 1.65 |
| adder cells (fa/ha/maj) | 1.29 |
| AND/OR/NAND/NOR | 24.1 |
| buffers and inverters | 3.02 |
| XOR/XNOR | 15.0 |
-- sequential cells by signal, summed over array words and instances, names as in the netlist, 2 cells and up --
signal	flops
clkDivider.clk_cnt	28
bBtnMetastability.ctr_q	20
aBtnMetastability.sync_q	2
aBtnMetastability.ctr_q	20
freqSelect	21
bBtnMetastability.sync_q	2
myStep.signal	4
myStep.present_state	3
-- per-layer routing --
metal / vias up / GRT usage [%]
li1: 1745 / -
met1: 1497 / 27.8
met2: 26 / 28.6
met3: 6 / 3.10
met4: 0 / 1.45
met5: - / 0
-- cells in the mapped netlist (7+ instances only) --
master / count / area, sq um
sky130_fd_sc_hd__nor3_1: 16 / 80.1
sky130_fd_sc_hd__a31oi_1: 7 / 43.8
sky130_fd_sc_hd__nand2b_1: 7 / 43.8
sky130_fd_sc_hd__xor2_1: 37 / 324
sky130_fd_sc_hd__a21oi_1: 7 / 35.0
sky130_fd_sc_hd__xnor2_1: 46 / 403
sky130_fd_sc_hd__nor2_1: 58 / 218
sky130_fd_sc_hd__nor4_1: 10 / 62.6
sky130_fd_sc_hd__and3_1: 13 / 81.3
sky130_fd_sc_hd__edfxtp_1: 24 / 721
sky130_fd_sc_hd__nand2_1: 31 / 116
sky130_fd_sc_hd__mux2i_1: 8 / 80.1
sky130_fd_sc_hd__nand3_1: 25 / 125
sky130_fd_sc_hd__nand4_1: 22 / 138
sky130_fd_sc_hd__dfxtp_1: 84 / 1680
sky130_fd_sc_hd__inv_1: 20 / 75.1
sky130_fd_sc_hd__o21ai_0: 10 / 50.1
sky130_fd_sc_hd__and4_1: 8 / 70.1
-- how the worst max path moves through the flow --
stage	to	slack (ns)	depth (start not counted)
finish	o_LED[2]	2.18	1
global route	o_LED[2]	2.07	1
CTS	o_LED[2]	2.13	1
No activity file was given, so power comes from the tool's default toggle rates.
